==> flow/design.v <==
`timescale 1ns/1ps
module dma_reg_block #(
    parameter AXI_ADDR_W = 32
)(
    input  logic                    clk,
    input  logic                    rst_n,
    input  logic [31:0]             cfg_s_axi_awaddr,
    input  logic                    cfg_s_axi_awvalid,
    output logic                    cfg_s_axi_awready,
    input  logic [31:0]             cfg_s_axi_wdata,
    input  logic [3:0]              cfg_s_axi_wstrb,
    input  logic                    cfg_s_axi_wvalid,
    output logic                    cfg_s_axi_wready,
    output logic [1:0]              cfg_s_axi_bresp,
    output logic                    cfg_s_axi_bvalid,
    input  logic                    cfg_s_axi_bready,
    input  logic [31:0]             cfg_s_axi_araddr,
    input  logic                    cfg_s_axi_arvalid,
    output logic                    cfg_s_axi_arready,
    output logic [31:0]             cfg_s_axi_rdata,
    output logic [1:0]              cfg_s_axi_rresp,
    output logic                    cfg_s_axi_rvalid,
    input  logic                    cfg_s_axi_rready,
    output logic                    core_start,
    output logic [31:0]             core_src_addr,
    output logic [31:0]             core_dst_addr,
    output logic [31:0]             core_len,
    input  logic                    core_done,     
    input  logic                    core_busy,     
    input  logic [3:0]              core_status,   
    output logic                    intr_pend
);
    logic [31:0] reg_ctrl;      
    logic [31:0] reg_src_addr;  
    logic [31:0] reg_dst_addr;  
    logic [31:0] reg_len;       
    logic sts_done;
    logic sts_error;
    logic [3:0] sts_err_code;
    logic aw_en;
    always_ff @(posedge clk or negedge rst_n) begin
        if (!rst_n) begin
            cfg_s_axi_awready <= 1'b0;
            cfg_s_axi_wready  <= 1'b0;
            cfg_s_axi_bvalid  <= 1'b0;
            cfg_s_axi_bresp   <= 2'b00;
            aw_en             <= 1'b1;
            reg_ctrl      <= '0;
            reg_src_addr  <= '0;
            reg_dst_addr  <= '0;
            reg_len       <= '0;
            sts_done      <= 1'b0;
            sts_error     <= 1'b0;
            sts_err_code  <= 4'h0;
            core_start    <= 1'b0;
        end else begin
            if (~cfg_s_axi_awready && cfg_s_axi_awvalid && cfg_s_axi_wvalid && aw_en) begin
                cfg_s_axi_awready <= 1'b1;
                cfg_s_axi_wready  <= 1'b1;
                aw_en             <= 1'b0;
            end else begin
                cfg_s_axi_awready <= 1'b0;
                cfg_s_axi_wready  <= 1'b0;
            end
            if (cfg_s_axi_bvalid && cfg_s_axi_bready) begin
                cfg_s_axi_bvalid <= 1'b0;
                aw_en            <= 1'b1;
            end else if (cfg_s_axi_awready && cfg_s_axi_wready) begin
                cfg_s_axi_bvalid <= 1'b1;
                case (cfg_s_axi_awaddr[7:0])
                    8'h04, 8'h08, 8'h0C, 8'h10, 8'h14: cfg_s_axi_bresp <= 2'b00;  
                    default:                           cfg_s_axi_bresp <= 2'b10;  
                endcase
            end
            core_start <= 1'b0;
            if (cfg_s_axi_awready && cfg_s_axi_wready) begin
                case (cfg_s_axi_awaddr[7:0])
                    8'h04: begin  
                        if (cfg_s_axi_wdata[0] && !intr_pend) begin
                             core_start <= 1'b1; 
                        end
                        reg_ctrl[1] <= cfg_s_axi_wdata[1];
                    end
                    8'h08: begin  
                        if (cfg_s_axi_wdata[0]) sts_done  <= 1'b0;
                        if (cfg_s_axi_wdata[2]) sts_error <= 1'b0;
                    end
                    8'h0C: reg_src_addr <= cfg_s_axi_wdata;
                    8'h10: reg_dst_addr <= cfg_s_axi_wdata;
                    8'h14: reg_len      <= cfg_s_axi_wdata;
                    default: ;
                endcase
            end
            if (core_done) begin
                sts_done <= 1'b1;
                sts_err_code <= core_status;  
                if (core_status != 4'h0) begin
                    sts_error    <= 1'b1;
                end
            end
        end
    end
    always_ff @(posedge clk or negedge rst_n) begin
        if (!rst_n) begin
            cfg_s_axi_arready <= 1'b0;
            cfg_s_axi_rvalid  <= 1'b0;
            cfg_s_axi_rdata   <= '0;
            cfg_s_axi_rresp   <= 2'b00;
        end else begin
            if (~cfg_s_axi_arready && cfg_s_axi_arvalid) begin
                cfg_s_axi_arready <= 1'b1;
            end else begin
                cfg_s_axi_arready <= 1'b0;
            end
            if (cfg_s_axi_arready && cfg_s_axi_arvalid && ~cfg_s_axi_rvalid) begin
                cfg_s_axi_rvalid <= 1'b1;
                cfg_s_axi_rresp  <= 2'b00;
                case (cfg_s_axi_araddr[7:0])
                    8'h04: cfg_s_axi_rdata <= reg_ctrl;
                    8'h08: cfg_s_axi_rdata <= {
                            24'h0,
                            sts_err_code,  
                            intr_pend,     
                            sts_error,     
                            core_busy,     
                            sts_done       
                        };
                    8'h0C: cfg_s_axi_rdata <= reg_src_addr;
                    8'h10: cfg_s_axi_rdata <= reg_dst_addr;
                    8'h14: cfg_s_axi_rdata <= reg_len;
                    default: begin
                        cfg_s_axi_rdata <= 32'h0;
                        cfg_s_axi_rresp <= 2'b10;  
                    end
                endcase
            end else if (cfg_s_axi_rvalid && cfg_s_axi_rready) begin
                cfg_s_axi_rvalid <= 1'b0;
            end
        end
    end
    assign intr_pend = (sts_done || sts_error) && reg_ctrl[1];
    assign core_src_addr = reg_src_addr;
    assign core_dst_addr = reg_dst_addr;
    assign core_len      = reg_len;
endmodule
==> flow/run.sh <==
#!/bin/bash
# OpenROAD 26Q1-2900-gdf79404cd8, Yosys 0.63+post, stock flow scripts
make -C /OpenROAD-flow-scripts/flow DESIGN_CONFIG=/design/flow/config.mk WORK_HOME=/design/flow/orfs finish
==> flow/config.mk <==
export PLATFORM = sky130hd
export DESIGN_NAME = dma_reg_block
export DESIGN_NICKNAME = dma_reg_block
export VERILOG_FILES = /design/flow/design.v
export SDC_FILE = /design/flow/constraint.sdc
export NUM_CORES = 4
export LEC_CHECK = 1
export CORE_UTILIZATION = 50
==> flow/constraint.sdc <==
current_design dma_reg_block

set clk_period 4.5
set clk_io_pct 0.2

create_clock -name clk0 -period $clk_period [get_ports {clk}]

set non_clock_inputs [all_inputs -no_clocks]
set_input_delay [expr $clk_period * $clk_io_pct] -clock clk0 $non_clock_inputs
set_output_delay [expr $clk_period * $clk_io_pct] -clock clk0 [all_outputs]
==> impl_metrics.json <==
{
  "hpwlAfterDp_mm": 10.2,
  "grt_pass1_vias": 4680,
  "tritoncts": "yes",
  "holdWs_ns": 0.480,
  "die_y_um": 113,
  "io_pins": 252,
  "post-route-min-period_ns": 3.19,
  "grt_max_degree": 72,
  "vdd_drop_max_uv": 277,
  "antenna_found_initial": 1,
  "io_buffers": 197,
  "track_usage_pct": 27.1,
  "ys_types": 41,
  "p_leak_uw": 0.00402,
  "swShare_pct": 20.8,
  "drtPass1Iterations": 6,
  "comb_power_share_pct": 6.4,
  "grt-ovfl-total": 0,
  "power_switching_uw": 631,
  "slew_headroom_pct": 54.4,
  "wl_met1_mm": 6.70,
  "netlist_instances": 430,
  "syn_area_sq_mm": 0.00615,
  "detail-route-antenna-nets": 0,
  "clk_pin_slew_ns": 0.06,
  "final_util_pct": 74.1,
  "critPathMaxStageDelay_ns": 0.59,
  "cts_root_buf": "clkbuf_16",
  "p_seq_share_pct": 43.8,
  "fmax_mhz": 313,
  "top_layer_used": "met5",
  "powerDensity_mw_per_mm2": 341,
  "hp-class": "in -> async",
  "place.gp.congestion": 0.835,
  "wl_met2_mm": 7.52,
  "crit_path_end_kind": "flop",
  "core_area_sq_mm": 0.0120,
  "power_frac_clock_pct": 49.8,
  "ys_seq_share_pct": 58.2,
  "outcome": "completed",
  "rsz0062_at_grt": "no",
  "drv_slew": 0,
  "grt_pass1_wl_mm": 25.2,
  "yosysChipArea_sq_mm": 0.00615,
  "dieArea_sq_mm": 0.0127,
  "yosysCellCount": 430,
  "yosysWarningCount": 1,
  "slowest_stage": "and2_2",
  "critical_path_required_ns": 4.80,
  "syn_avg_cell_area_sq_um": 14.3,
  "placementRows": 40,
  "post-cts-setup-buffers": 0,
  "cts_made_buffers": 17,
  "maxCapViolations": 0,
  "drt_wl_total_mm": 15.5,
  "dieWidth_um": 113,
  "clock_path_buffers": 2,
  "warnings": 78,
  "n_antenna_cell": 0,
  "finalHoldViolations": 0,
  "worstMarginPinSlew_ns": 0.683,
  "cts_resized": 0,
  "critPathLaunchType": "input pin",
  "finalSetupViolations": 0,
  "htreeDepth": 4,
  "ys.flops": 143,
  "fin_worst_skew_ns": 0.00396,
  "arrival_ns": 3.49,
  "viasPerCell": 5.52,
  "p_int_uw": 2400,
  "floorplan.core_util_pct": 51.2,
  "routed-via-count": 4358,
  "hold_buffers": 0,
  "fin_crit_sh_pct": 71.0,
  "tns_ns": 0,
  "cts.sinks": 143,
  "critical_path_class": "in -> reg",
  "drc": 0,
  "final_layout_size_suffix_gt1_share_pct": 23.7,
  "area_growth_pct": 44.9,
  "met3_length_mm": 1.11,
  "fillCellCount": 769,
  "wl_per_cell_um": 19.7,
  "insertion_delay_ns": 0.41,
  "path_cells": "clkdlybuf4s50_1, or4_4, nor3_1, and2_2, buf_4, mux2_2",
  "p_total_uw": 3030,
  "drt_iter0_drc": 211,
  "crit_fanout": 19
}
## kinds of logic (layout without fill, tap and decap cells)
family / after synthesis / in the layout / share of synthesized area, %
DFF: 143 / 143 / 58.2
other: 1 / 2 / 0.0610
AOI/OAI and AO/OA: 76 / 76 / 9.98
muxes: 141 / 141 / 25.0
and+or+nand+nor: 33 / 33 / 3.79
buffers and inverters: 36 / 247 / 2.91
## per-layer routing
layer  up-vias  GRT usage, %
met5         -             0
met4         2          3.33
met3        13          8.95
met2       141          42.4
met1      2193          40.4
li1       2009             -
## worst paths after layout
check | start | to | slack (ns) | depth (start not counted)
worst min register to register | aw_en | aw_en | 0.48 | 2
worst min-delay path | rst_n | reg_dst_addr[6] | 0.48 | 1
worst max-delay path | cfg_s_axi_awaddr[1] | reg_src_addr[20] | 1.31 | 6
min in group clk0 | aw_en | aw_en | 0.48 | 2
worst max register to register | cfg_s_axi_wready | reg_src_addr[20] | 2.21 | 5
max in group asynchronous | rst_n | reg_len[11] | 2.87 | 2
## critical path: cells and delay by family
family / cells / cell delay, ns
mux: 1 / 0.34
buf+inv: 2 / 0.69
simple gates: 3 / 1.54
## stage by stage
step / area (sq um) / cells / worst slack [ns]
after floorplan: 6150 / 431 / 1.66
after global placement: 8260 / 757 / 0.937
after detailed placement: 8260 / 757 / 0.895
after CTS: 8900 / 789 / 1.31
after global routing: 8900 / 789 / 1.21
final: 8900 / 789 / 1.31
## state kept, by name, summed over array words and instances, names as in the netlist
name               cells
aw_en                  1
cfg_s_axi_arready      1
cfg_s_axi_bresp        1
cfg_s_axi_bvalid       1
cfg_s_axi_rdata       32
cfg_s_axi_rresp        1
cfg_s_axi_rvalid       1
cfg_s_axi_wready       1
core_start             1
reg_ctrl               1
reg_dst_addr          32
reg_len               32
reg_src_addr          32
sts_done               1
sts_err_code           4
sts_error              1
## synthesized netlist by cell type (all sizes together)
cell type,count,area share (%)
nand2b,3,0.31
nor3,4,0.33
o21ai,6,0.49
nor4,2,0.31
buf,16,1.7
a2111oi,1,0.14
and3,1,0.10
nand3b,3,0.37
and3b,1,0.14
mux2,101,19
a22o,32,4.6
dfstp,1,0.43
or3,2,0.29
nand2,6,0.37
inv,5,0.31
nor4bb,1,0.16
o2bb2ai,25,3.6
mux2i,40,6.5
clkbuf,15,0.92
dfrtp,142,58
or4,3,0.43
o32ai,1,0.14
nor4b,2,0.53
a31oi,1,0.10
nor2,1,0.061
nor2b,1,0.10
a21oi,3,0.24
conb,1,0.061
nor3b,1,0.12
and2,1,0.10
o22ai,6,0.61
nand3,1,0.081
a21o,1,0.12
## power by group through the flow
stage / sequential [uW] / combinational, uW / clock (uW)
after global routing: 1330 / 213 / 1600
final: 1330 / 194 / 1510
after CTS: 1330 / 197 / 1530
## area by class of cell
class                      count  area [sq um]  area share [%]
sequential                   143          3580            40.2
multi-input combinational    252          2410            27.1
clock inverter                15           219            2.46
clock buffer                  17           425            4.78
tap                          147           184            2.07
inverter                       5          18.8           0.211
timing repair buffer         210          2070            23.2
## cells in the final DEF, fill, tap and decap left out, types with 2 or more instances in the layout
cell	n
bufinv_16	5
or4_1	2
inv_1	5
nand2_1	6
o21ai_0	6
dfrtp_1	142
mux2i_1	40
buf_4	13
mux2_1	4
clkdlybuf4s50_1	195
a21oi_1	3
mux2_2	97
a22o_1	32
nand3b_1	3
o2bb2ai_1	25
clkinvlp_4	6
nand2b_1	3
clkbuf_16	17
nor3_1	4
clkinv_2	3
conb_1	2
o22ai_1	6
Power figures rest on the tool's default switching activity, not on a simulated workload.
